**run.sh**
```bash
#!/bin/bash
# OpenROAD 26Q1-2900-gdf79404cd8, Yosys 0.63+post, stock flow scripts
make -C /OpenROAD-flow-scripts/flow DESIGN_CONFIG=/design/flow/config.mk WORK_HOME=/design/flow/orfs finish
```
**config.mk**
```make
export PLATFORM = sky130hd
export DESIGN_NAME = LBP
export DESIGN_NICKNAME = LBP
export VERILOG_FILES = /design/flow/design.v
export SDC_FILE = /design/flow/constraint.sdc
export NUM_CORES = 4
export LEC_CHECK = 1
export CORE_UTILIZATION = 50
```
**constraint.sdc**
```tcl
current_design LBP

set clk_period 8.0
set clk_io_pct 0.2

create_clock -name clk0 -period $clk_period [get_ports {clk}]

set non_clock_inputs [all_inputs -no_clocks]
set_input_delay [expr $clk_period * $clk_io_pct] -clock clk0 $non_clock_inputs
set_output_delay [expr $clk_period * $clk_io_pct] -clock clk0 [all_outputs]
```
**design.v**
```verilog
`timescale 1ns/10ps
module LBP( 
	clk, 
	reset, 
	gray_addr, 
	gray_req, 
	gray_ready, 
	gray_data, 
	lbp_addr, 
	lbp_valid, 
	lbp_data, 
	finish
);
input clk;
input reset;
input gray_ready;
input [7:0] gray_data;
output reg [13:0] gray_addr;
output reg gray_req;
output reg [13:0] lbp_addr;
output reg lbp_valid;
output reg [7:0] lbp_data;
output reg finish;
reg [2:0] state;
reg [2:0] n_state;
parameter IDLE   = 3'b000;
parameter MASK   = 3'b001;
parameter INPUT  = 3'b010;  
parameter LBP    = 3'b011;
parameter OUTPUT = 3'b100;
parameter FINISH = 3'b101;
wire in_ready;
reg valid_flag;
reg [3:0] in_cnt;
reg [13:0] axis;
reg [13:0] axis_X, axis_Y;
reg [13:0] c [0:8];  
reg [7:0] in_data [0:8];
reg [7:0] T0, T1, T2, T3, T5, T6, T7, T8;
reg [7:0] M0, M1, M2, M3, M5, M6, M7, M8;
reg [2:0] test;
reg [2:0] test1;
reg [2:0] test2;
integer i;
always @(posedge clk or posedge reset) begin
	if (reset) begin
		state <= 0;		
	end
	else begin
		state <= n_state;
	end
end
always @(*) begin
	case(state)
         IDLE: begin
            if (gray_ready) n_state = MASK;
            else n_state = state;
         end
         MASK: begin
         	n_state = INPUT;
         end
         INPUT: begin
         	if (in_ready) n_state = LBP;
         	else n_state = state;
         end
         LBP: begin
         	if (valid_flag) n_state = OUTPUT;
         	else n_state = state;
         end
         OUTPUT: begin
         	if (finish) n_state = FINISH;
         	else if (!lbp_valid) n_state = MASK;
         	else n_state = state;
         end
         FINISH: begin
         	n_state = FINISH;
         end
         default: begin
         	n_state = state;
         end
    endcase
end
always @(posedge clk or posedge reset) begin
	if (reset) begin
		gray_req <= 0;
	end
	else if (n_state == INPUT) begin
		gray_req <= 1;
	end
	else begin
		gray_req <= 0;
	end
end
always @(posedge clk or posedge reset) begin
	if (reset) begin
		in_cnt <= 0;
	end
	else begin
		case(state)
		     INPUT: begin
		     	if (in_cnt < 10) in_cnt <= in_cnt + 1;
 		        else in_cnt <= in_cnt;;
		     end
		     OUTPUT: begin
		     	in_cnt <= 0;
		     end
		     default: begin
		     	in_cnt <= in_cnt;
		     end
		endcase
	end
end
assign in_ready = (in_cnt == 9) ? 1 : 0;
always @(posedge clk or posedge reset) begin
	if (reset) begin
		axis_X <= 1;
		axis_Y <= 0;
	end 
	else begin
        case(state) 
             MASK: begin
             	if (axis_Y == 126) begin
             		axis_Y <= 1;
             		if (axis_X == 126) begin
             			axis_X <= 1;
             		end
             		else begin
             			axis_X <= axis_X + 1;
             		end
             	end
             	else begin
             	    axis_X <= axis_X;
             		axis_Y <= axis_Y + 1;
             	end
             end
             default: begin
             	    axis_X <= axis_X;
             	    axis_Y <= axis_Y;
             end
        endcase
	end
end
always @(posedge clk or posedge reset) begin
	if (reset) begin
		axis <= 0;	
	end
	else begin
		axis <= axis_Y + axis_X * 128;
	end
end
always @(*) begin
	c[4] = axis_Y + axis_X * 128;
	c[0] = c[4] - 129;
	c[1] = c[4] - 128;
	c[2] = c[4] - 127;
	c[3] = c[4] - 1;
	c[5] = c[4] + 1;
	c[6] = c[4] + 127;
	c[7] = c[4] + 128;
	c[8] = c[4] + 129;
end
always @(posedge clk or posedge reset) begin
 	if (reset) begin
 		gray_addr <= 14'd0;
 	end
 	else begin
 		case(state)
             INPUT: begin
             	gray_addr <= c[in_cnt];
             end
             default: begin
             	gray_addr <= gray_addr;
             end
 		endcase
 	end
 end
always @(posedge clk or posedge reset) begin
  	if (reset) begin
  		for(i = 0; i < 9; i = i + 1) begin
  			in_data[i] <= 8'd0;
  		end
  	end
  	else begin
  		in_data[in_cnt - 1] <= gray_data;  
  	end
end 
always @(*) begin
	T0 = (in_data[0] >= in_data[4]) ? 1 : 0;
	T1 = (in_data[1] >= in_data[4]) ? 1 : 0;
	T2 = (in_data[2] >= in_data[4]) ? 1 : 0;
	T3 = (in_data[3] >= in_data[4]) ? 1 : 0;
	T5 = (in_data[5] >= in_data[4]) ? 1 : 0;
	T6 = (in_data[6] >= in_data[4]) ? 1 : 0;
	T7 = (in_data[7] >= in_data[4]) ? 1 : 0;
	T8 = (in_data[8] >= in_data[4]) ? 1 : 0;
end
always @(*) begin
	M0 = T0;
	M1 = T1 << 1;
	M2 = T2 << 2;
	M3 = T3 << 3;
	M5 = T5 << 4;
	M6 = T6 << 5;
	M7 = T7 << 6;
	M8 = T8 << 7;
end
always @(posedge clk or posedge reset) begin
	if (reset) begin
		lbp_data <= 8'd0;	
	end
	else begin
		case(state)
             LBP: begin
             	lbp_data <= M0 + M1 + M2 + M3 + M5 + M6 + M7 + M8;
             end
             default: begin
             	lbp_data <= lbp_data;
             end
		endcase
	end
end
always @(posedge clk or posedge reset) begin
 	if (reset) begin
 		lbp_addr <= 14'd0;
 	end
 	else begin
 		case(state)
             INPUT: begin
             	lbp_addr <= axis;
             end
             default: begin
             	lbp_addr <= lbp_addr;
             end
 		endcase
 	end
 end
always @(posedge clk or posedge reset) begin
	if (reset) begin
		valid_flag <= 0;
	end
	else begin
		case(state)
             LBP: begin
             	valid_flag <= ~ valid_flag; 
             end
             default: begin
             	valid_flag <= valid_flag;
             end
		endcase
	end
end
always @(posedge clk or posedge reset) begin
 	if (reset) begin
 		lbp_valid <= 0;
 	end
 	else if (state == LBP && valid_flag) begin
 		lbp_valid <= 1;
 	end
 	else begin
 		lbp_valid <= 0;
 	end
end
always @(posedge clk or posedge reset) begin
	if (reset) begin
		finish <= 0; 
	end
	else if (axis == 16254 && in_cnt == 10) begin
		finish <= 1;
	end
	else begin
		finish <= finish;
	end
end
endmodule
```
==> ci_impl_report.md <==
## PnR job results

| Metric | Value |
|---|---|
| Worst slew margin | `50.28%` |
| Num CTS Buffers | `17` |
| CTS Sinks | `roughly 160` |
| GR Overflow Total | `0` |
| Syn Std Cell Area | `between 0.009 and 0.01 mm²` |
| Maxcap violations | `0` |
| Share of layout cells above drive strength 1 | `14.72%` |
| DRT Pass-1 Iters | `4` |
| PortBufs | `49` |
| Util after Layout | `58.10%` |
| Maximum VDD drop | `0.1429 mV` |
| Ports | `50` |
| Worst hold path type | `register to register` |
| Most instantiated logic cell after routing | `dfrtp_1` |
| Most numerous logic cells after layout | `162 x dfrtp_1, 96 x ha_1, 87 x mux2_2` |
| # setup viols final | `0` |
| Setup bufs post-CTS | `0` |
| Unrepaired setup endpoints after global routing | `false` |
| Iter 0 DRT Violations | `340` |
| Dpl ws | `4473 ps` |
| Crit start category | `register` |
| Tot GR Track Use | `around 23%` |
| Fin crit share | `44.57%` |
| Hold Worst Slack | `between 400 and 500 ps` |
| H-tree depth | `4` |
| Ys cells | `820` |
| Top cells by area | `dfrtp_1 44%, ha_1 13%, mux2_2 11%, a21o_1 2.6%, nand2_1 2.1%` |
| Vias | `approximately 6300` |
| Fin. Hold Viols | `0` |
| Area after DPL | `0.009857 mm²` |
| Max clock buf depth | `2` |
| Slew Limit Fails | `0` |
| Number of nets with antenna violations after routing | `0` |
| Clock Skew | `about 8.5 ps` |
| Cts hold-fix bufs | `0` |
| Yosys Chip Area | `0.009112 mm²` |
| Placed cell count | `roughly 1100` |
| Worst-path clk slew | `60 ps` |
| First-pass GRT wire length | `roughly 32000 µm` |
| Syn_area_per_cell | `between 10 and 15 µm²` |
| Initial antenna violation count | `0` |
| Asr flop ratio synth | `100.0%` |
| Post-synth EDFFs | `0` |
| TritonCTS clock tree | `done` |
| Setup TNS | `0 ps` |
| Leak | `~4.8 nW` |
| Final Critical Period | `~3600 ps` |
| Clk root buf | `clkbuf_16` |
| Ant diodes | `0` |
| Routability cong. | `roughly 0.93` |
| Drt wl/cell | `about 17 µm` |
| Vias in the first global route | `6349` |
| Vias/cell | `5.649` |
| Ys flops | `164` |
| Tool Warnings | `34` |
| Least-Margin Pin Slew | `745.9 ps` |
| PwrDens | `167.3 mW/mm²` |
| Layout Area Growth over Synthesis | `14.14%` |
| Cell variety after synth | `56` |
| Pre-Place Util | `50.90%` |
| Worst skew pair latency | `420 ps` |
| Arrival time at the worst endpoint | `3860 ps` |
| Finished Cell Area | `between 0.01 and 0.015 mm²` |
| R2R depth | `14` |
| Largest net degree at the start of global routing | `102` |
| WP data required | `8300 ps` |
| Worst Hold Path Cells | `1` |
| Resized cells post-CTS | `0` |
| Post-DP HPWL | `13520 µm` |
| Rows | `49` |
| FMAX | `0.2805 GHz` |
| Vert. Die Dim | `137 µm` |
| Core area | `roughly 0.018 mm²` |
| Die W | `137 µm` |
| WL final | `~19000 µm` |
| Post-synthesis cell count | `820` |
| Crit path capture type | `register` |
| DRC Markers | `0` |
| WS Path Type | `register to register` |
| Die area | `about 0.019 mm²` |
| Final Worst Setup Slack | `4434 ps` |
| Status | `completed` |
| CP max FO | `7` |
| Total power | `1.740 mW` |
| Top area contributor share | `44.49%` |
| Post-Layout Cell Count | `1112` |
| Yosys warning tally | `3` |
| Dominant Register Cell | `dfrtp_1` |
| Synth Seq Share | `45.06%` |
| Cell taking the most area after synthesis | `dfrtp_1` |
area by class of cell:
class | count | area [µm²]
Tap cell | 229 | 286.5
Fill cell | 1462 | 7501
Inverter | 32 | 125.1
Multi-Input combinational cell | 605 | 4813
Clock buffer | 22 | 464.2
Sequential cell | 164 | 4106
Clock inverter | 8 | 80.08
Timing Repair Buffer | 52 | 525.5
kinds of logic after synthesis:
kind of cell	count (synthesis)	synth area share, %
buf+inv	51	2.114
fa+ha+maj	99	13.84
flops	164	45.06
mux	89	10.97
compound gates	168	12.39
xor+xnor	38	3.652
simple gates	211	11.97
state kept, by name, summed over array words and instances, names as in the netlist:
name	count
lbp_addr	14
lbp_data	8
gray_req	1
finish	1
valid_flag	1
gray_addr	14
in_cnt	4
in_data	72
state	6
lbp_valid	1
axis	14
axis_Y	14
axis_X	14
path summary, 6_finish.rpt:
kind,from,to,slack (ps)
max,in_cnt[0],gray_addr[12],4430
min,state[4],state[4],470
max reg2reg,in_cnt[0],gray_addr[12],4430
min reg2reg,state[4],state[4],470
max in group asynchronous,reset,state[0],5420
min in group asynchronous,reset,lbp_addr[6],1630
metal layers:
layer / part of all wire, % / vias to the layer above / global-route usage (%)
li1: - / 3067 / -
met1: 44 / 3091 / 33.48
met2: 51 / 97 / 38.44
met3: 3.0 / 27 / 3.326
met4: 1.9 / 0 / 3.785
met5: 0 / - / 0
cell usage after synthesis (4+ instances only):
| master | number |
|---|---|
| nor3b_1 | 16 |
| nor2b_1 | 8 |
| o21ai_0 | 37 |
| xnor2_1 | 22 |
| a21o_1 | 31 |
| nor3_1 | 16 |
| nand4_1 | 9 |
| and2_1 | 5 |
| nand2_1 | 52 |
| dfrtp_1 | 162 |
| xor2_1 | 16 |
| inv_1 | 32 |
| a221oi_1 | 5 |
| a211oi_1 | 15 |
| ha_1 | 96 |
| clkbuf_1 | 17 |
| o31ai_1 | 8 |
| a31oi_1 | 4 |
| nand3_1 | 12 |
| and3_1 | 6 |
| nand2b_1 | 20 |
| a21oi_1 | 33 |
| o21a_1 | 11 |
| nor2_1 | 51 |
| mux2_2 | 87 |
| o21bai_1 | 5 |
worst max-delay path: stages (launching register included):
cell,delay [ps]
dfrtp_1,430
inv_1,200
ha_1,270
inv_1,80
nor3_1,170
a31oi_1,70
o21a_1,310
ha_1,360
nor2b_1,170
o211ai_1,220
a21boi_0,160
a2111o_1,390
and2_1,160
mux2i_1,120
o32a_1,340
power breakdown:
part	switching [mW]	internal (mW)	total, mW
Sequential	0.0128	0.853	0.866
Clock	0.316	0.441	0.757
Combinational	0.0592	0.0571	0.116
Power is estimated from default activity; no workload was simulated.
